$ cat run.sh
#!/bin/bash
# OpenROAD 26Q1-2900-gdf79404cd8, Yosys 0.63+post, stock flow scripts
make -C /OpenROAD-flow-scripts/flow DESIGN_CONFIG=/design/flow/config.mk WORK_HOME=/design/flow/orfs finish
$ cat config.mk
export PLATFORM = sky130hd
export DESIGN_NAME = ALU
export DESIGN_NICKNAME = ALU
export VERILOG_FILES = /design/flow/design.v
export SDC_FILE = /design/flow/constraint.sdc
export NUM_CORES = 4
export LEC_CHECK = 1
export CORE_UTILIZATION = 40
$ cat constraint.sdc
current_design ALU

set clk_period 10.2
set clk_io_pct 0.2

create_clock -name clk0 -period $clk_period

set non_clock_inputs [all_inputs -no_clocks]
set_input_delay [expr $clk_period * $clk_io_pct] -clock clk0 $non_clock_inputs
set_output_delay [expr $clk_period * $clk_io_pct] -clock clk0 [all_outputs]
$ cat design.v
`timescale 1ns / 1ps
module ALU #(parameter ALU_WIDTH = 16) (
    input  logic [ALU_WIDTH-1:0] rs1,
    input  logic [ALU_WIDTH-1:0] rs2,
    input  logic [3:0] opcode,
    output logic [ALU_WIDTH-1:0] rd,
    output logic zero,less
);
    always_comb begin
        case (opcode)
            4'b0000: rd = rs1 + rs2;                                   
            4'b1000: rd = rs1 - rs2;                                   
            4'b0001: rd = rs1 << rs2[4:0];                            
            4'b0010: rd = (rs1 < rs2) ? 1 : 0;                        
            4'b0011: rd = ($unsigned(rs1) < $unsigned(rs2)) ? 1 : 0;  
            4'b0100: rd = rs1 ^ rs2;                                  
            4'b0101: rd = rs1 >> rs2[4:0];                            
            4'b1101: rd = rs1 >>> rs2[4:0];                           
            4'b0110: rd = rs1 | rs2;                                  
            4'b0111: rd = rs1 & rs2;                                  
            default: rd = 'bx;                                        
        endcase
    end
    assign zero = (rd == 0);
    assign less = rs1< rs2;
endmodule
==> flow_metrics.env <==
# physical design summary
export IMPL_drc=0
export IMPL_n_fill_cell=1022
export IMPL_seqPwrFrac=0
export IMPL_worst_ep_arrival_time_ns=6.80
export IMPL_path_delay_family="AND-OR/OR-AND gates"
export IMPL_dp_slack_ns=1.39
export IMPL_syn_to_final_growth_pct=13.8
export IMPL_synth_cells=570
export IMPL_p_clk_frac=0
export IMPL_grt_max_degree=46
export IMPL_row_count=36
export IMPL_p_leak_nw=1.92
export IMPL_area_leaders="ha_1 (15%), mux2i_1 (6.9%), mux4_2 (5.6%)"
export IMPL_slowest_stage="a2111oi_0"
export IMPL_fin_ws_ns=1.36
export IMPL_ff_count=0
export IMPL_fmax_ghz=0.113
export IMPL_vias=4508
export IMPL_viasPerCell=6.25
export IMPL_holdBufCountCts=0
export IMPL_p_int_w=0.000113
export IMPL_whs_ns=5.25
export IMPL_path_cells="clkdlybuf4s50_1, inv_1, ha_1, o21bai_1, nand3_1, a2111oi_0, o31ai_1, a211oi_1, or3b_2, or4b_1, nor4_2, clkdlybuf4s50_1"
export IMPL_rsz0062_at_grt="false"
export IMPL_cp_common_cell="clkdlybuf4s50_1"
export IMPL_crit_fanout=15
export IMPL_hold_viol=0
export IMPL_pwr_share_comb=1.000
export IMPL_grt_pass1_wl_mm=23.7
export IMPL_outcome="finished, final reports clean"
export IMPL_power_density_nw_per_um2=55.1
export IMPL_finalSetupTns_ns=0
export IMPL_syn_area_um2=4050
export IMPL_fin_crit_ns=8.84
export IMPL_gp_congestion=0.971
export IMPL_period_used=0.867
export IMPL_hp_class="primary input to output pin"
export IMPL_ios=54
export IMPL_ys_warn_count=1
export IMPL_cp_start_kind="primary input"
export IMPL_top_cells_by_count="ha_1 (50), inv_1 (49), nor2_1 (44)"
export IMPL_peakVddDrop_uv=28.8
export IMPL_crit_type="primary input to output pin"
export IMPL_grt_usage=0.302
export IMPL_antenna_found_initial=0
export IMPL_grt_pass1_vias=4156
export IMPL_grt_ovfl_total=0
export IMPL_cts_resized_gates=0
export IMPL_yosysMostFrequentCell="ha_1"
export IMPL_logic_area_um2=3660
export IMPL_ant_nets=0
export IMPL_wl_per_cell_um=21.0
export IMPL_warnings=66
export IMPL_drv_cap=0
export IMPL_path_buffers=3
export IMPL_die_area_um2=10500
export IMPL_drt_iter0_drc=427
export IMPL_report_final_slew_viol_count=0
export IMPL_drtPass1Iterations=5
export IMPL_endpoint_kind="output pin"
export IMPL_synth_top_area_share=0.155
export IMPL_portBuffers=54
export IMPL_coreArea_um2=9770
export IMPL_register_area_um2=0
export IMPL_slew_limit_headroom=0.410
export IMPL_swShare=0.557
export IMPL_postCtsSetupBuffers=0
export IMPL_setup_viol=0
export IMPL_power_switching_w=0.000141
export IMPL_die_y_um=103
export IMPL_drive_gt1_frac=0.0731
export IMPL_required_ns=8.16
export IMPL_synth_stat_cells=570
export IMPL_synth_area_per_cell_um2=7.10
export IMPL_fp_util=0.414
export IMPL_n_antenna_cell=0
export IMPL_slowest_delay_ns=0.74
export IMPL_worst_pin_slew_ns=0.872
export IMPL_n_clock_buffer=0
export IMPL_die_w_um=103
export IMPL_ys_seq_frac=0
export IMPL_synth_cell_types=74
export IMPL_yosysChipArea_um2=4050
export IMPL_synth_top_cell_by_area="ha_1"
export IMPL_hpwl_mm=12.0
export IMPL_routed_wl_mm=15.1
-- routing by layer --
metal / part of all wire / GRT usage
met2: 0.43 / 0.441
met1: 0.49 / 0.478
met3: 0.071 / 0.0365
met5: 0 / 0
met4: 0.016 / 0.0516
-- area by class of cell --
cell class         instances  area share
repair buffers            61       0.128
well taps                133      0.0361
multi-input cells        477       0.795
inverters                 50      0.0408
-- placed cells by master, fill, tap and decap left out, drive strengths merged, types with 12 or more instances in the layout --
| cell | Yosys | final |
|---|---|---|
| mux2 | 13 | 13 |
| inv | 50 | 50 |
| nor2 | 44 | 44 |
| clkdlybuf4s50 | 0 | 53 |
| a22oi | 12 | 12 |
| a211oi | 16 | 16 |
| o21ai | 41 | 41 |
| nand2 | 36 | 36 |
| nand2b | 13 | 13 |
| mux2i | 30 | 30 |
| nor2b | 12 | 12 |
| ha | 50 | 50 |
| a21oi | 32 | 32 |
-- worst min-delay path, stage by stage --
cell             delay, ns
clkdlybuf4s50_1       0.42
inv_1                 0.08
ha_1                  0.17
a21oi_1               0.08
clkdlybuf4s50_1       0.41
-- path summary, 6_finish.rpt --
path	startpoint	to	slack, ns	cells after the start
max	rs2[1]	zero	1.36	12
min	rs2[15]	less	5.25	5
-- power by group through the flow --
stage | Clock (W) | Sequential [W] | Combinational, W
after CTS | 0 | 0 | 0.000250
after global routing | 0 | 0 | 0.000278
final | 0 | 0 | 0.000254
-- cells by family after synthesis --
group / after synthesis / synth area share
compound gates: 195 / 0.342
xor+xnor: 6 / 0.0130
fa+ha+maj: 52 / 0.164
buf+inv: 93 / 0.0968
mux: 53 / 0.168
simple gates: 171 / 0.216
-- per-stage QoR --
| stage | area (µm²) | cells | util | power [W] |
|---|---|---|---|---|
| 2_1_floorplan | 4050 | 570 | - | 0.000157 |
| 3_3_place_gp | 4600 | 721 | 0.471 | 0.000251 |
| 3_5_place_dp | 4600 | 721 | 0.471 | 0.000249 |
| 4_1_cts | 4600 | 721 | 0.471 | 0.000250 |
| 5_1_grt | 4600 | 721 | 0.471 | 0.000278 |
| 6_report | 4600 | 721 | 0.471 | 0.000254 |
No activity file was given, so power comes from the tool's default toggle rates.

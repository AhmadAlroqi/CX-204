## ./run.sh

```bash
#!/bin/bash
# OpenROAD 26Q1-2900-gdf79404cd8, Yosys 0.63+post, stock flow scripts
make -C /OpenROAD-flow-scripts/flow DESIGN_CONFIG=/design/flow/config.mk WORK_HOME=/design/flow/orfs finish
```

## ./config.mk

```make
export PLATFORM = sky130hd
export DESIGN_NAME = data_mem
export DESIGN_NICKNAME = data_mem
export VERILOG_FILES = /design/flow/design.v
export SDC_FILE = /design/flow/constraint.sdc
export NUM_CORES = 4
export LEC_CHECK = 1
export CORE_UTILIZATION = 40
```

## ./constraint.sdc

```tcl
current_design data_mem

set clk_period 3.6
set clk_io_pct 0.2

create_clock -name clk0 -period $clk_period [get_ports {clk}]

set non_clock_inputs [all_inputs -no_clocks]
set_input_delay [expr $clk_period * $clk_io_pct] -clock clk0 $non_clock_inputs
set_output_delay [expr $clk_period * $clk_io_pct] -clock clk0 [all_outputs]
```

## ./design.v

```verilog
`timescale 1ns / 1ps
module data_mem(
    input logic clk,
    input logic  write_enable,
    input logic [31:0]address,
    input logic [31:0]data_in,
    input logic read_enable ,
    output logic  [31:0]data_out
    );
logic [31:0]ram_block[31:0];
always @(posedge clk) begin
        if(write_enable)
            ram_block[address] <= data_in;
         if (read_enable)
               data_out <= ram_block[address];
end
endmodule
```

==> Changelog: implementation <==
### Changed

* Clock-pin transition on the worst setup and hold timing paths at 0.06 ns
* Final-report setup violation count at 0
* Kind of critical path: input pin to flop
* Filler Cell Count at 7862
* Yosys adder share at 0
* Diode count at 0
* Starting utilization of the core area at 0.4053
* Total power divided by cell area at 534.9 mW/mm²
* Number of max-slew violations in the final report at 0
* OpenROAD warnings at 53
* Fraction of the mapped netlist area in simple logic gates at 0.02249
* Leak Pwr at 16.17 nW
* Mux cell area share at 0.1279
* Post-synthesis average cell area at 19.01 µm²
* Final design utilization at 0.4756
* Clock buffer count from CTS at 105
* Final worst slack at 0.9621 ns
* Combined area of all synthesized cells at 0.04006 mm²
* Reg area at 0.03171 mm²
* Via count of the routed design at 20340
* Post-synthesis cell type count at 22
* Die footprint at 0.1014 mm²
* Area share of the largest cell type after synthesis at 0.7915
* Global-route congestion overflow total at 0
* Number of cells upsized or downsized after cts at 0
* Ratio of final minimum period to clock period at 0.7328
* Worst-case setup slack after placement at 0.2480 ns
* Sequential fraction of the synthesis area at 0.7915
* Number of detailed-routing iterations run before antenna repair at 5
* RSZ-0062 raised after global routing: false
* Highest attainable clock frequency at 379.1 MHz
* Final hold vios at 0
* Std-Cell Core Area at 0.09885 mm²
* Per-cell routed wire length at 25.66 µm
* Clock Tree Buf Depth at 3
* CTS Root Cell: clkbuf_16
* Met3 track utilization from global routing at 0.1559
* Final weighted congestion in routability-driven placement at 0.8312
* Vias per cell at 5.484
* H-tree depth reported by CTS at 3
* Instance count of the mapped netlist at 2107
* GRT Overall Usage at 0.2059
* Main logic family after synthesis: multiplexers
* IO buf count at 71
* Fraction of layout cells with a size suffix above 1 at 0.1491
* Most frequently used flop master after synthesis: edfxtp_1
* Area growth from synthesis to final layout at 17.36%
* Detailed placer's ending HPWL at 55.91 mm
* Xor/xnor cell area share of the yosys netlist at 0
* Maximum vdd ir drop at 0.3787 mV
* Site Rows at 115
* Result of the run: completed
* Largest cells by area: edfxtp_1 79%, mux2i_1 13%, o22ai_1 4.0%, buf_2 1.0%, nor4_1 1.0%
* Most common library cells after synthesis: 1056 x edfxtp_1, 512 x mux2i_1, 256 x o22ai_1, 81 x buf_2, 64 x nor4_1
* # Max-Cap Violations at 0
* Type of element capturing the critical path: flop
* Horizontal die size at 318.5 µm
* Met2 usage in global routing at 0.2997
* Final ANT Viol Nets at 0
* Vias in the first global route at 21464
* Global-route layer with the greatest usage: met2
* Number of cells after detailed placement at 3511
* Number of antenna violations at the first check in global routing at 1
* Dominant cell by count in the synthesized netlist: edfxtp_1
* Post-layout instance count excluding filler cells at 3709
* Yosys Chip Area at 0.04006 mm²
* Worst-margin pin slew at 1.134 ns
* Largest net degree at the start of global routing at 62
* Insertion Delay late pin at 0.69 ns
* TritonCTS clock tree: done
* Post-cts hold buffer count at 0
* Worst slew margin relative to its limit at 0.2418
* Synthesized-area fraction occupied by ao, oa, aoi and oai cells at 0.03998
* Global-route track usage on met1 at 0.2584
* Number of DRC violations after detailed-routing iteration 0 at 1147
* Synth Warn # at 1
* Library cell occupying the most area in the post-synthesis netlist: edfxtp_1
* Worst-case clock skew at 0.02713 ns
* Data arrival at the endpoint of the critical path at 3.02 ns
* Multi-input gate area in the final layout at 0.007935 mm²
* First-pass GRT wire length at 138.5 mm
* Drc violations at 0
* Num Clock Sinks at 1056
* Post-synth EDFFs at 1056
* Top-level port count at 99
* Post-synth regs at 1056
* Die span in y at 318.5 µm
* Type of origin of the critical path: input pin
* Number of cell instances after yosys synthesis at 2107
* Minimum clock period after layout at 2.638 ns
* Placed Area at 0.04376 mm²
* Critical-path maximum fanout at 24
* Final Routed Wirelength at 95.17 mm
* WP data required at 3.98 ns
* Fraction of registers with async set/reset at 0
* Final cell area excluding filler cells at 0.04702 mm²
* Setup TNS after final layout at 0 ns
* Number of setup buffers added after CTS at 0
* Worst hold path type: input pin to flop
## through the flow
step | total power, mW | hold slack [ns]
2_1_floorplan | 14.59 | 0.6515
6_report | 25.15 | 0.4023
3_3_place_gp | 15.20 | 0.7163
3_5_place_dp | 15.23 | 0.7104
5_1_grt | 25.95 | 0.3920
4_1_cts | 25.37 | 0.3718
## per-layer routing
metal  up-vias  part of all wire  wire, µm
met5         -            0.0014       130
met4         6             0.018      1740
met3       114              0.17     16080
met2      1258              0.46     43960
met1      9868              0.35     33260
li1       9094                 -         -
## final cells by class
type | count | area share
Clock buffer | 128 | 0.05772
Tap cell | 1287 | 0.03425
Clock inverter | 70 | 0.01158
Sequential cell | 1056 | 0.6745
Multi-Input combinational cell | 925 | 0.1688
Timing Repair Buffer | 243 | 0.05322
## critical path, cell delays in order
cell	delay [ns]
clkdlybuf4s50_1	0.46
buf_4	0.30
or4_4	0.52
buf_12	0.23
o22ai_1	0.09
nor4_1	0.50
nand2_1	0.18
## registers in the layout, indices dropped and copies added (netlist names)
name and flops:
data_out 32, ram_block 1024
## power breakdown
part / total, mW / switching (mW) / internal [mW]
clock: 10.2 / 4.46 / 5.74
sequential: 13.8 / 0.0480 / 13.7
combinational: 1.18 / 0.707 / 0.470
## worst paths after layout
kind                        to  cells past startpoint              start  slack [ns]
setup / recovery   data_out[1]                      7         address[4]        0.96
hold / removal    data_out[26]                      1        read_enable        0.40
setup reg to reg  data_out[12]                      5  ram_block[27][12]        1.92
hold reg to reg   data_out[20]                      4  ram_block[13][20]        0.73
## cells in the final DEF, fill, tap and decap left out
master / synthesis / final
edfxtp_1: 1056 / 1056
mux2i_1: 512 / 512
o22ai_1: 256 / 256
buf_4: 2 / 132
clkbuf_16: 0 / 105
clkdlybuf4s50_1: 0 / 69
nor4_1: 64 / 64
buf_12: 0 / 40
nand2_1: 34 / 34
clkinv_1: 0 / 34
nor2_4: 0 / 28
clkbuf_1: 23 / 23
clkinv_2: 0 / 17
bufinv_16: 0 / 5
clkinvlp_4: 0 / 5
nand3b_1: 4 / 4
nor3_4: 0 / 4
nand4bb_2: 0 / 4
nand4b_1: 4 / 4
inv_6: 0 / 4
or3b_2: 3 / 3
or4b_4: 3 / 3
clkinv_8: 0 / 3
nand3_1: 2 / 2
nand4bb_4: 0 / 2
clkinv_16: 0 / 2
nor2_1: 29 / 1
or3_1: 1 / 1
nand4_1: 1 / 1
or4b_2: 0 / 1
or4_4: 1 / 1
buf_8: 0 / 1
buf_2: 81 / 1
## cells by family (layout without fill, tap and decap cells)
kind of cell           Yosys count  in the layout
AND/OR/NAND/NOR                157            157
multiplexers                   512            512
flip-flops                    1056           1056
AND-OR/OR-AND                  256            256
buffers and inverters          126            441
Power is estimated from default activity; no workload was simulated.

### /design/flow/config.mk
export PLATFORM = sky130hd
export DESIGN_NAME = mux_4to1
export DESIGN_NICKNAME = mux_4to1
export VERILOG_FILES = /design/flow/design.v
export SDC_FILE = /design/flow/constraint.sdc
export NUM_CORES = 4
export LEC_CHECK = 1
export CORE_AREA = 10 10 95 95
export DIE_AREA = 0 0 105 105
### /design/flow/constraint.sdc
current_design mux_4to1

set clk_period 1.0
set clk_io_pct 0.2

create_clock -name clk0 -period $clk_period

set non_clock_inputs [all_inputs -no_clocks]
set_input_delay [expr $clk_period * $clk_io_pct] -clock clk0 $non_clock_inputs
set_output_delay [expr $clk_period * $clk_io_pct] -clock clk0 [all_outputs]
### /design/flow/design.v
`timescale 1ns / 1ps
module mux_4to1 #(
    parameter WIDTH = 32   
)(
    input logic [WIDTH-1:0] in0,    
    input logic [WIDTH-1:0] in1,    
    input logic [WIDTH-1:0] in2,    
    input logic [WIDTH-1:0] in3,    
    input logic [1:0] sel,          
    output logic [WIDTH-1:0] out    
);
    always_comb begin
        case(sel)
            2'b00: out = in0;   
            2'b01: out = in1;   
            2'b10: out = in2;   
            2'b11: out = in3;   
            default: out = {WIDTH{1'b0}};  
        endcase
    end
endmodule
### /design/flow/run.sh
#!/bin/bash
# OpenROAD 26Q1-2900-gdf79404cd8, Yosys 0.63+post, stock flow scripts
make -C /OpenROAD-flow-scripts/flow DESIGN_CONFIG=/design/flow/config.mk WORK_HOME=/design/flow/orfs finish
==> summary.json <==
{
  "status": {
    "outcome": "finished, violations left",
    "violations": "negative setup slack"
  },
  "floorplan": {
    "core_region_area_um2": 6907,
    "cell_rows": 30,
    "floorplan.io_pins": 162,
    "floorplan.die.width_um": 105,
    "fp_util_pct": 11.79,
    "chip_area_um2": 11030,
    "chipHeight_um": 105
  },
  "final_layout": {
    "area_growth_pct": 191.1,
    "clock_buffer_count": 0,
    "flops": 0,
    "drive_gt1_share_pct": 37.25,
    "num-fill-cells": 763,
    "logic_area_um2": 720.7,
    "final-seq-area_um2": 0
  },
  "drt": {
    "drcViolationCount": 0,
    "drt_pass1_iterations": 2,
    "detailroute.via_count": 1257,
    "routed_wire_length_per_instance_um": 21.81,
    "detailedRoute.firstIterationViolations": 20,
    "vias_per_cell": 4.176,
    "routed_wl_um": 6565,
    "final_antenna_net_count": 0
  },
  "synthesis": {
    "syn-mean-instance-area_um2": 20.89,
    "post_synth_num_cell_types": 5,
    "syn_area_um2": 814.5,
    "post_synthesis_cell_count_from_yosys": 39,
    "largest_area_cell": "sky130_fd_sc_hd__mux4_2",
    "netlist_instances": 39,
    "top_area_share_pct": 82.95,
    "area_leaders": "sky130_fd_sc_hd__mux4_2, sky130_fd_sc_hd__buf_12, sky130_fd_sc_hd__mux4_1",
    "ys_warn_count": 1,
    "yosysChipArea_um2": 814.5,
    "yosys.stat.seqShare_pct": 0
  },
  "pwr": {
    "power.total_mw": 0.8618,
    "fraction_of_power_spent_switching_nets_pct": 27.09,
    "seqPwrFrac_pct": 0,
    "p_per_area_nw_per_um2": 363.5,
    "comb_power_share_pct": 100.0,
    "internal_power_mw": 0.6284,
    "peakVddDrop_mv": 0.1345,
    "pwr-share-clk_pct": 0,
    "power_leakage_nw": 1.122,
    "p_switching_mw": 0.2335
  },
  "sta": {
    "worst_pin_slew_ns": 0.1892,
    "timing.setup.tns_ns": -9.427,
    "count_of_pins_over_their_slew_limit": 0,
    "maxClockFrequency_mhz": 754.9,
    "final.hold.worst_slack_ns": 0.8836,
    "rsz0062_at_grt": "yes",
    "layout_setup_ws_ns": -0.3247,
    "max-slew-margin-rel_pct": 87.39,
    "setup_viol_count_final": 32,
    "post-route-min-period_ns": 1.325,
    "tcrit_tclk_final_pct": 132.5,
    "final-hold-violation-count": 0
  },
  "worst_setup_path": {
    "critPathLaunchType": "input pin",
    "required_ns": 0.80,
    "worst-endpoint-arrival_ns": 1.12,
    "worst_setup_path_end_kind": "primary output",
    "path_cells": "buf_16 > buf_12 > mux4_2 > buf_2",
    "critical_path.max_stage_delay_ns": 0.51,
    "path_max_fanout": 7,
    "critical_path_class": "in -> out",
    "critical-path-slowest-cell": "sky130_fd_sc_hd__mux4_2"
  },
  "place": {
    "detailedPlace.worstSlack_ns": -0.9567,
    "dpl.hpwl_um": 5593,
    "port_buffers": 162,
    "gpl.final_weighted_congestion": 0.7771
  },
  "grt": {
    "grt_first_pass_wirelength_um": 9480,
    "grt_antenna_before_repair": 1,
    "grt_pass1_vias": 1510,
    "overflow": 0,
    "gr-usage-all-layers_pct": 11.25,
    "pin_count_of_the_biggest_net_entering_global_routing": 15
  },
  "job": {
    "warnings": 35,
    "max_cap_viol_count": 0
  },
  "clock_network": {
    "postCtsSetupBuffers": 0,
    "cts_hold_buffers": 0
  },
  "worst_hold_path": {
    "worstHoldPathType": "in -> out"
  }
}
[cell usage after synthesis]
cell and n:
sky130_fd_sc_hd__buf_12 3, sky130_fd_sc_hd__mux4_1 2, sky130_fd_sc_hd__mux4_2 30, sky130_fd_sc_hd__buf_6 1, sky130_fd_sc_hd__buf_2 3
[cells by family after synthesis]
kind of cell,after synthesis,share of synthesized area (%)
muxes,32,89.40
buffers and inverters,7,10.60
[metrics by stage]
step	util, %	cell area, µm²	cells
after global routing	34.33	2371	301
after floorplan	-	823.3	39
after CTS	33.93	2344	299
final	34.33	2371	301
after global placement	36.59	2527	295
after detailed placement	36.59	2527	295
[worst max-delay path, delay by kind of cell]
family	cells	cell delay (ns)
buf+inv	3	0.42
mux	1	0.51
[layout by cell type (no fill, tap or decap)]
cell                            instances
sky130_fd_sc_hd__buf_2                 33
sky130_fd_sc_hd__buf_6                  1
sky130_fd_sc_hd__clkbuf_16              1
sky130_fd_sc_hd__dlygate4sd2_1        128
sky130_fd_sc_hd__buf_12                 3
sky130_fd_sc_hd__mux4_2                32
sky130_fd_sc_hd__buf_4                  1
sky130_fd_sc_hd__diode_2                1
sky130_fd_sc_hd__buf_16                 5
[layer usage]
metal | wire, µm | track usage, %
met5 | 0 | 0
met1 | 2804 | 14.47
met4 | 21 | 0
met3 | 807 | 5.031
met2 | 2932 | 18.28
[final cells by class]
type / count / area share (%)
well taps: 96 / 5.066
diodes: 1 / 0.1055
repair buffers: 172 / 64.43
multi-input cells: 32 / 30.40
[power by group through the flow]
stage	clock network, mW	registers [mW]	logic [mW]
after CTS	0	0	0.865
after global routing	0.000000134	0	0.932
final	0.000000134	0	0.862
[worst paths after layout]
check	cells past startpoint	startpoint	slack, ns	end
worst max-delay path	4	sel[0]	-0.32	out[10]
worst min-delay path	3	in0[12]	0.88	out[12]
[what timing repair did]
| item | in CTS | in global routing |
|---|---|---|
| endpoints found under the setup margin | 32 | 32 |
| gates cloned | 4 | 1 |
| gates resized | 247 | 0 |
| hold endpoints to repair | 0 | 0 |
| pin swaps | 0 | 0 |
Power and IR drop assume default switching activity.
